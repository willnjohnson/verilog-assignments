$ cat ./design.v
`timescale 1ns / 1ps
module sBoxLayer(
    input [4:0] x,
    output reg [4:0] Sx
    );
    always @(*) begin
        if (x[4] == 0) begin
            case(x[3:0])
                4'd0:   Sx = 5'd10;
                4'd1:   Sx = 5'd3;
                4'd2:   Sx = 5'd11;
                4'd3:   Sx = 5'd22;
                4'd4:   Sx = 5'd17;
                4'd5:   Sx = 5'd4;
                4'd6:   Sx = 5'd1;
                4'd7:   Sx = 5'd8;
                4'd8:   Sx = 5'd12;
                4'd9:   Sx = 5'd28;
                4'd10:  Sx = 5'd23;
                4'd11:  Sx = 5'd18;
                4'd12:  Sx = 5'd26;
                4'd13:  Sx = 5'd6;
                4'd14:  Sx = 5'd31;
                default:Sx = 5'd20;
            endcase
        end
        else begin  
            case(x[3:0])
                4'd0:   Sx = 5'd15;
                4'd1:   Sx = 5'd24;
                4'd2:   Sx = 5'd29;
                4'd3:   Sx = 5'd13;
                4'd4:   Sx = 5'd14;
                4'd5:   Sx = 5'd19;
                4'd6:   Sx = 5'd30;
                4'd7:   Sx = 5'd5;
                4'd8:   Sx = 5'd25;
                4'd9:   Sx = 5'd27;
                4'd10:  Sx = 5'd7;
                4'd11:  Sx = 5'd0;
                4'd12:  Sx = 5'd16;
                4'd13:  Sx = 5'd21;
                4'd14:  Sx = 5'd2;
                default:Sx = 5'd9;
            endcase
        end
    end  
endmodule
$ cat ./run.sh
#!/bin/bash
# OpenROAD 26Q1-2900-gdf79404cd8, Yosys 0.63+post, stock flow scripts
make -C /OpenROAD-flow-scripts/flow DESIGN_CONFIG=/design/flow/config.mk WORK_HOME=/design/flow/orfs finish
$ cat ./config.mk
export PLATFORM = sky130hd
export DESIGN_NAME = sBoxLayer
export DESIGN_NICKNAME = sBoxLayer
export VERILOG_FILES = /design/flow/design.v
export SDC_FILE = /design/flow/constraint.sdc
export NUM_CORES = 4
export LEC_CHECK = 1
export CORE_AREA = 10 10 70 70
export DIE_AREA = 0 0 80 80
$ cat ./constraint.sdc
current_design sBoxLayer

set clk_period 1.5
set clk_io_pct 0.2

create_clock -name clk0 -period $clk_period

set non_clock_inputs [all_inputs -no_clocks]
set_input_delay [expr $clk_period * $clk_io_pct] -clock clk0 $non_clock_inputs
set_output_delay [expr $clk_period * $clk_io_pct] -clock clk0 [all_outputs]
==> run_results.csv <==
group,metric,value,unit
worst_setup_path,start_kind,"input pin",
logic_synthesis,syn_area_per_cell,8.18,um2
global_routing,track_usage,0.0343,
worst_setup_path,critPathKind,"input pin to output port",
pwr,ir_drop,0.0000787,V
global_routing,busiest_layer,"met2",
global_routing,antenna_found_initial,0,
floorplan,fp-utilization,0.115,
min_path,hold_path.class,"input pin to output port",
sta,slew-limit-headroom,0.817,
run,warnings,40,
final_layout,flops,0,
logic_synthesis,ys_cells,48,
cts,ctsHoldBuffers,0,
global_routing,grt_pass1_wl,1870,um
global_routing,use_met3,0.00909,
worst_setup_path,cp_max_fo,6,
worst_setup_path,arrival,1.43,ns
global_routing,grt_max_degree,13,
placement,io_buffer_count,10,
routing,via_per_inst,3.65,
placement,gp_congestion,0.889,
worst_setup_path,slowest_delay,0.47,ns
sta,setup_viol,5,
final_layout,area.combinational,419,um2
global_routing,grt_pass1_vias,397,
global_routing,met2_usage,0.0554,
sta,drv_slew,0,
routing,vias,409,
floorplan,fp.dieW,80,um
routing,first_pass_iters,3,
final_layout,clkbuf_count,0,
worst_setup_path,cp_slowest_cell,"mux4_2",
worst_setup_path,cp_cell_sequence,"buf_12 > clkinv_8 > ha_4 > mux4_2 > o21a_1 > buf_2",
final_layout,area_growth,81.8,%
floorplan,dieHeight,80,um
worst_setup_path,critPathCaptureType,"output port",
logic_synthesis,synth_cell_type_count,22,
routing,antennaDiodeCount,0,
final_layout,ff_latch_area,0,um2
floorplan,dieArea,0.00640,mm2
placement,placed_cell_area,599,um2
run,max-cap-violations,0,
logic_synthesis,ys_seq_share,0,
outcome,violations,"setup timing",
sta,tightest_slew,0.274,ns
final_layout,layout_top_cells,"buf_4, inv_1, buf_2",
sta,fmax,577,MHz
logic_synthesis,ys_warn_count,1,
placement,dp_hpwl,844,um
sta,min_period,1.73,ns
routing,wl_per_cell,10.2,um
routing,drc,0,
routing,ant_nets,0,
outcome,status,"complete, but fails checks",
global_routing,grt_use_met1,0.0475,
final_layout,design_area,714,um2
routing,first_iter_violations,28,
logic_synthesis,ys_area,393,um2
sta,hold_ws,1.12,ns
min_path,whs_path_depth,5,
floorplan,ioPinCount,10,
min_path,worstHoldStart,"x[0]",
logic_synthesis,synth_area,393,um2
pwr,powerDensity,257,mW/mm2
floorplan,row_count,21,
final_layout,fill_cells,377,
logic_synthesis,synthCells,48,
worst_setup_path,cp.required,1.20,ns
sta,rsz0062_at_grt,"yes",
floorplan,coreArea,0.00342,mm2
final_layout,final_layout_size_suffix_gt1_frac,0.561,
routing,routed_wl,1140,um
global_routing,grt_overflow_total,0,
final_layout,layout_top_cell,"buf_4",
sta,fin_ws,-0.234,ns
sta,fin_crit_sh,1.16,
pwr,leakage,0.291,nW
min_path,min_to,"Sx[0]",
sta,hold_viol_final,0,
-- how the worst max path moves through the flow --
stage | slack, ns | start | to
CTS | -0.25 | x[0] | Sx[1]
global route | -0.27 | x[0] | Sx[1]
finish | -0.23 | x[0] | Sx[1]
-- power breakdown --
part / switching [W] / internal, W
sequential: 0 / 0
clock: 0 / 0
combinational: 0.0000783 / 0.000106
total: 0.0000783 / 0.000106
-- critical path: cells and delay by family --
kind	cells	cell delay, ns
compound gates	1	0.18
fa+ha+maj	1	0.21
buf+inv	3	0.28
mux	1	0.47
-- logic make-up (layout without fill, tap and decap cells) --
logic type / Yosys count / count (layout) / synth area share
buf+inv: 12 / 30 / 0.146
mux: 6 / 6 / 0.252
simple gates: 10 / 10 / 0.156
fa+ha+maj: 7 / 7 / 0.223
compound gates: 13 / 13 / 0.223
-- metrics by stage --
stage	util	instances	total power (W)	worst slack, ns	TNS, ns
2_1_floorplan	-	48	0.0000798	0.0200	0
3_3_place_gp	0.175	109	0.000157	-1.08	-5.15
3_5_place_dp	0.175	109	0.000158	-1.10	-5.23
4_1_cts	0.201	112	0.000175	-0.251	-0.791
5_1_grt	0.209	112	0.000202	-0.271	-0.896
6_report	0.209	112	0.000184	-0.234	-0.668
-- layer usage --
layer,part of all wire,wire (um)
met5,0,0
met1,0.48,545
met4,0,0
met3,0.062,71
met2,0.46,527
-- synthesized netlist by cell type, types with 2 or more instances --
cell type | number | share of area
ha_1 | 7 | 0.22
nor2b_1 | 3 | 0.048
o211ai_1 | 2 | 0.038
a21oi_1 | 3 | 0.038
a22oi_1 | 2 | 0.038
nand2b_1 | 2 | 0.032
nand3b_1 | 2 | 0.038
mux4_2 | 3 | 0.17
mux2i_1 | 2 | 0.051
inv_1 | 9 | 0.086
o21ai_1 | 2 | 0.025
-- cell type report --
class	count	area share
Tap cell	46	0.0806
Multi-Input combinational cell	36	0.587
Timing Repair Buffer	21	0.257
Inverter	9	0.0753
-- repair_timing --
item	in CTS	in global routing
cloned	1	0
setup endpoints to repair	5	5
buffers inserted	2	0
pin swaps	8	6
gates resized	63	6
Power figures rest on the tool's default switching activity, not on a simulated workload.
